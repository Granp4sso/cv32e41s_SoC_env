==> ./design.v <==
package prim_ram_1p_pkg;
  typedef struct packed {
    logic       cfg_en;
    logic [3:0] cfg;
  } cfg_t;
  typedef struct packed {
    cfg_t ram_cfg;   
    cfg_t rf_cfg;    
  } ram_1p_cfg_t;
  parameter ram_1p_cfg_t RAM_1P_CFG_DEFAULT = '0;
endpackage  
package prim_ram_2p_pkg;
  typedef struct packed {
    logic       cfg_en;
    logic [3:0] cfg;
  } cfg_t;
  typedef struct packed {
    cfg_t a_ram_fcfg;   
    cfg_t b_ram_fcfg;   
    cfg_t a_ram_lcfg;   
    cfg_t b_ram_lcfg;   
  } ram_2p_cfg_t;
  parameter ram_2p_cfg_t RAM_2P_CFG_DEFAULT = '0;
endpackage  
package prim_ram_1p_pkg;
  typedef struct packed {
    logic       cfg_en;
    logic [3:0] cfg;
  } cfg_t;
  typedef struct packed {
    cfg_t ram_cfg;   
    cfg_t rf_cfg;    
  } ram_1p_cfg_t;
  parameter ram_1p_cfg_t RAM_1P_CFG_DEFAULT = '0;
endpackage  
module debug_rom (
  input  logic         clk_i,
  input  logic         req_i,
  input  logic [63:0]  addr_i,
  output logic [63:0]  rdata_o
);
  localparam int unsigned RomSize = 19;
  logic [RomSize-1:0][63:0] mem;
  assign mem = {
    64'h00000000_7b200073,
    64'h7b202473_7b302573,
    64'h10852423_f1402473,
    64'ha85ff06f_7b202473,
    64'h7b302573_10052223,
    64'h00100073_7b202473,
    64'h7b302573_10052623,
    64'h00c51513_00c55513,
    64'h00000517_fd5ff06f,
    64'hfa041ce3_00247413,
    64'h40044403_00a40433,
    64'hf1402473_02041c63,
    64'h00147413_40044403,
    64'h00a40433_10852023,
    64'hf1402473_00c51513,
    64'h00c55513_00000517,
    64'h7b351073_7b241073,
    64'h0ff0000f_04c0006f,
    64'h07c0006f_00c0006f
  };
  logic [$clog2(RomSize)-1:0] addr_q;
  always_ff @(posedge clk_i) begin
    if (req_i) begin
      addr_q <= addr_i[$clog2(RomSize)-1+3:3];
    end
  end
  always_comb begin : p_outmux
    rdata_o = '0;
    if (addr_q < $clog2(RomSize)'(RomSize)) begin
        rdata_o = mem[addr_q];
    end
  end
endmodule
==> ./run.sh <==
#!/bin/bash
# OpenROAD 26Q1-2900-gdf79404cd8, Yosys 0.63+post, stock flow scripts
make -C /OpenROAD-flow-scripts/flow DESIGN_CONFIG=/design/flow/config.mk WORK_HOME=/design/flow/orfs finish
==> ./config.mk <==
export PLATFORM = sky130hd
export DESIGN_NAME = debug_rom
export DESIGN_NICKNAME = debug_rom
export VERILOG_FILES = /design/flow/design.v
export SDC_FILE = /design/flow/constraint.sdc
export NUM_CORES = 4
export LEC_CHECK = 1
export CORE_AREA = 10 10 94 94
export DIE_AREA = 0 0 104 104
==> ./constraint.sdc <==
current_design debug_rom

set clk_period 3.2
set clk_io_pct 0.2

create_clock -name clk0 -period $clk_period [get_ports {clk_i}]

set non_clock_inputs [all_inputs -no_clocks]
set_input_delay [expr $clk_period * $clk_io_pct] -clock clk0 $non_clock_inputs
set_output_delay [expr $clk_period * $clk_io_pct] -clock clk0 [all_outputs]
==> Changelog: implementation <==
### Changed

* #FFs+latches synth at 5
* Number of cells on the critical path at 6
* Crit-path leading delay family: buffers and inverters
* Tcrit/Tclk final at 0.951
* # fillers at 750
* N_diodes at 0
* # setup viols final at 0
* Row cnt at 30
* CP max stage cell: clkdlybuf4s50_1
* Outcome: finished clean
* Initial antenna violation count at 0
* Vias in the first global route at 1,598
* GRT overflow at 0
* Die area at 0.0108 mm²
* Max-cap check violation count at 0
* H-Tree Depth at 1
* Worst-path clk slew at 40 ps
* Fin crit period at 3040 ps
* Post-synth top area cell: a21oi_1
* Final Max Slew Viols at 0
* Largest registers: addr_q (5)
* CP Max Fanout at 9
* Total GRT Usage at 0.0932
* Dpl cell area at 0.00215 mm²
* Post-Route WL at 5450 µm
* Clock sinks at 5
* Arrival @ worst endpoint at 2400 ps
* GP Congestion at 0.874
* First-pass GRT wire length at 8600 µm
* Sum Neg Setup Slack at 0 ps
* Final Hold Violation Tally at 0
* Critical path class: reg2out
* Hold Crit Class: in2reg
* Via density at 4.71
* Unique cell types at 49
* Residual DRC at 0
* Area leader share at 0.106
* Core area at 0.00683 mm²
* Number of CTS-inserted buffers at 3
* Share of cells above drive strength 1 at 0.0873
* Crit path cell chain: buf_4 -> ha_1 -> o41ai_4 -> inv_2 -> a31oi_1 -> clkdlybuf4s50_1
* Pwr Total at 0.609 mW
* Final Instance Area at 0.00220 mm²
* Ys Warns at 1
* DIE HEIGHT at 104 µm
* DR WL/cell at 14.7 µm
* Post-Syn Area at 0.00147 mm²
* Seq/Total Area, Yosys at 0.102
* CP startpoint kind: register
* Crit-path max cell delay at 500 ps
* Required @ worst endpoint at 2560 ps
* Yosys Instances at 224
* CTS tree: yes
* Power density over cell area at 277 mW/mm²
* Post-synth EDFFs at 5
* Max reg flops at 5
* Post-synth ARST share at 0
* Root Buffer: clkbuf_8
* Routed Antenna Nets at 0
* Initial drt markers at 152
* Dominant Register Cell: edfxtp_1
* Vias at 1,748
* Static Leakage at 0.823 nW
* Biggest register: addr_q
* Floorplan core density at 0.215
* Yosys chip area at 0.00147 mm²
* Mapped Cells at 224
* Top cells, area: a21oi_1 (11%), edfxtp_1 (10%), nor2_1 (8.7%)
* Tool warning count at 91
* Area Overhead vs Synth at 49.9%
* Critical path buffers and inverters at 3
* DP HPWL at 4260 µm
* Port Buffers at 68
* RSZ-0062 raised after global routing: no
* Width of the die at 104 µm
* Deepest clock path buffer count at 2
* I/O pin cnt at 130
* Pin count of the biggest net entering global routing at 57
* Syn Area/Cell at 6.55 µm²
* Hold Path Cell Cnt at 1
* Drt first pass iters at 4
* Max VDD drop at 0.397 mV
* CP endpoint kind: output port
* Top achievable clock speed at 329 MHz
[path summary, 6_finish.rpt]
| path | from | slack [ps] | endpoint |
|---|---|---|---|
| worst max-delay path | addr_q[0] | 160 | rdata_o[5] |
| worst min-delay path | addr_i[4] | 970 | addr_q[1] |
[kinds of logic after synthesis]
| kind of cell | after synthesis | share of synthesized area |
|---|---|---|
| other | 1 | 0.00256 |
| multiplexers | 3 | 0.0222 |
| buffers and inverters | 39 | 0.168 |
| flip-flops | 5 | 0.102 |
| AND/OR/NAND/NOR | 87 | 0.276 |
| AND-OR/OR-AND | 81 | 0.361 |
| adder cells (fa/ha/maj) | 8 | 0.0682 |
[cells in the mapped netlist, types with 5 or more instances]
library cell / number
nor2_1: 34
a21oi_1: 31
nand2_1: 21
o21ai_0: 20
buf_4: 16
nand2b_1: 9
buf_2: 8
ha_1: 8
inv_1: 6
edfxtp_1: 5
nor2b_1: 5
[final cells by class]
class / count / area, µm² / area share
clock buffers: 4 / 45.0 / 0.0205
inverters: 7 / 26.3 / 0.0119
multi-input cells: 181 / 1080 / 0.490
flip-flops and latches: 5 / 150 / 0.0683
well taps: 96 / 120 / 0.0546
repair buffers: 78 / 781 / 0.355
[power by group]
part | switching [mW] | total, mW | internal [mW]
Combinational | 0.184 | 0.410 | 0.226
Clock | 0.0292 | 0.115 | 0.0854
Sequential | 0.00553 | 0.0842 | 0.0787
[what timing repair did]
item,in CTS,in global routing
hold buffers,0,0
setup endpoints to repair,0,2
gates resized,0,1
buffers inserted,0,0
[cell usage in the layout (no fill, tap or decap), drive strengths merged, types with 3 or more instances in the layout]
cell           instances
edfxtp                 5
ha                     8
nor3                   4
a21oi                 32
nand2                 21
nand2b                 9
o21ai                 20
buf                   10
and2                   3
clkbuf                 4
clkdlybuf4s50         68
nor2b                  5
nor2                  35
a211oi                 5
or2                    3
o21a                   4
inv                    7
[through the flow]
| step | hold WS (ps) | setup slack (ps) | cells | util |
|---|---|---|---|---|
| finish | 975 | 158 | 371 | 0.322 |
| global placement | 1200 | 359 | 367 | 0.315 |
| CTS | 972 | 121 | 371 | 0.322 |
| detailed placement | 1200 | 372 | 367 | 0.315 |
| global route | 977 | 21.4 | 371 | 0.322 |
| floorplan | 739 | 846 | 225 | - |
[layer usage]
layer / vias up / track usage / share of wire
met5: - / 0 / 0
met4: 0 / 0.00696 / 0.0062
met3: 2 / 0.0163 / 0.064
met2: 84 / 0.152 / 0.47
met1: 788 / 0.130 / 0.46
li1: 874 / - / -
Power and IR drop assume default switching activity.
