### flow/config.mk
export PLATFORM = sky130hd
export DESIGN_NAME = pwm_wrapper
export DESIGN_NICKNAME = pwm_wrapper
export VERILOG_FILES = /design/flow/design.v
export SDC_FILE = /design/flow/constraint.sdc
export NUM_CORES = 4
export LEC_CHECK = 1
export CORE_UTILIZATION = 40
### flow/constraint.sdc
current_design pwm_wrapper

set clk_period 3.6
set clk_io_pct 0.2

create_clock -name clk0 -period $clk_period [get_ports {clk_i}]

set non_clock_inputs [all_inputs -no_clocks]
set_input_delay [expr $clk_period * $clk_io_pct] -clock clk0 $non_clock_inputs
set_output_delay [expr $clk_period * $clk_io_pct] -clock clk0 [all_outputs]
### flow/design.v
package prim_ram_1p_pkg;
  typedef struct packed {
    logic       cfg_en;
    logic [3:0] cfg;
  } cfg_t;
  typedef struct packed {
    cfg_t ram_cfg;   
    cfg_t rf_cfg;    
  } ram_1p_cfg_t;
  parameter ram_1p_cfg_t RAM_1P_CFG_DEFAULT = '0;
endpackage  
package prim_ram_2p_pkg;
  typedef struct packed {
    logic       cfg_en;
    logic [3:0] cfg;
  } cfg_t;
  typedef struct packed {
    cfg_t a_ram_fcfg;   
    cfg_t b_ram_fcfg;   
    cfg_t a_ram_lcfg;   
    cfg_t b_ram_lcfg;   
  } ram_2p_cfg_t;
  parameter ram_2p_cfg_t RAM_2P_CFG_DEFAULT = '0;
endpackage  
package prim_ram_1p_pkg;
  typedef struct packed {
    logic       cfg_en;
    logic [3:0] cfg;
  } cfg_t;
  typedef struct packed {
    cfg_t ram_cfg;   
    cfg_t rf_cfg;    
  } ram_1p_cfg_t;
  parameter ram_1p_cfg_t RAM_1P_CFG_DEFAULT = '0;
endpackage  
module pwm #(
  parameter int CtrSize = 8
) (
  input  logic               clk_i,
  input  logic               rst_ni,
  input  logic [CtrSize-1:0] pulse_width_i,
  input  logic [CtrSize-1:0] max_counter_i,
  output logic               modulated_o
);
  logic [CtrSize-1:0] counter;
  always_ff @(posedge clk_i or negedge rst_ni) begin
    if (!rst_ni) begin
      counter     <= 'b0;
      modulated_o <= 'b0;
    end else if (max_counter_i == 0) begin
      counter     <= 'b0;
      modulated_o <= 'b0;
    end else begin
      if (counter < max_counter_i) begin
        counter <= counter + 1;
      end else begin
        counter <= 0;
      end
      if (pulse_width_i > counter) begin
        modulated_o <= 1'b1;
      end else begin
        modulated_o <= 1'b0;
      end
    end
  end
endmodule
module pwm_wrapper #(
  parameter int PwmWidth   = 12,
  parameter int PwmCtrSize = 8,
  parameter int BusWidth   = 32
) (
  input  logic                clk_i,
  input  logic                rst_ni,
  input  logic                device_req_i,
  input  logic [BusWidth-1:0] device_addr_i,
  input  logic                device_we_i,
  input  logic [         3:0] device_be_i,
  input  logic [BusWidth-1:0] device_wdata_i,
  output logic                device_rvalid_o,
  output logic [BusWidth-1:0] device_rdata_o,
  output logic [PwmWidth-1:0] pwm_o
);
  localparam int unsigned AddrWidth = 10;
  localparam int unsigned PwmIdxOffset = $clog2(BusWidth / 8) + 1;
  localparam int unsigned PwmIdxWidth = AddrWidth - PwmIdxOffset;
  for (genvar i = 0; i < PwmWidth; i++) begin : gen_pwm
    logic [PwmCtrSize-1:0] data_d;
    logic [PwmCtrSize-1:0] counter_q;
    logic [PwmCtrSize-1:0] pulse_width_q;
    logic counter_en;
    logic pulse_width_en;
    logic [PwmIdxWidth-1:0] pwm_idx;
    assign pwm_idx = i;
    assign data_d         = device_wdata_i[PwmCtrSize-1:0];  
    assign counter_en     = device_req_i & device_we_i
                                         & (device_addr_i[AddrWidth-1:PwmIdxOffset] == pwm_idx)
                                         & device_addr_i[PwmIdxOffset-1];
    assign pulse_width_en = device_req_i & device_we_i
                                         & (device_addr_i[AddrWidth-1:PwmIdxOffset] == pwm_idx)
                                         & ~device_addr_i[PwmIdxOffset-1];
    always @(posedge clk_i or negedge rst_ni) begin
      if (!rst_ni) begin
        counter_q       <= '0;
        pulse_width_q   <= '0;
      end else begin
        if (counter_en) begin
          counter_q     <= data_d;
        end
        if (pulse_width_en) begin
          pulse_width_q <= data_d;
        end
      end
    end
    pwm #(
      .CtrSize( PwmCtrSize )
    ) u_pwm (
      .clk_i        (clk_i),
      .rst_ni       (rst_ni),
      .pulse_width_i(pulse_width_q),
      .max_counter_i(counter_q),
      .modulated_o  (pwm_o[i])
    );
  end : gen_pwm
  assign device_rdata_o = 32'b0;
  always @(posedge clk_i or negedge rst_ni) begin
    if (!rst_ni) begin
      device_rvalid_o <= 1'b0;
    end else begin
      device_rvalid_o <= device_req_i;
    end
  end
  logic _unused;
  assign _unused = ^device_be_i ^ ^device_wdata_i;
endmodule
### flow/run.sh
#!/bin/bash
# OpenROAD 26Q1-2900-gdf79404cd8, Yosys 0.63+post, stock flow scripts
make -C /OpenROAD-flow-scripts/flow DESIGN_CONFIG=/design/flow/config.mk WORK_HOME=/design/flow/orfs finish
==> impl_metrics.toml <==
# physical design summary
[cells_and_area]
final_layout_size_suffix_gt1_share_pct = 18.41
areaGrowthSynthToFinish_pct = 12.59
fillers = 3702
mi_logic_area_um2 = 8234
ff_latch_area_um2 = 7532
finish.utilization_pct = 45.98

[setup_path]
cp_data_required_time_ps = 4000
endpoint_kind = "flip-flop"
reg2reg_depth = 5
slowest_delay_ps = 600
cp_num_buf_inv = 1
path_class = "input port to flip-flop"
crit_chain = "clkdlybuf4s50_1 -> nor2b_1 -> nand3_1 -> nor3b_2 -> mux2_2"
rrSetupSlack_ps = 1670
r2r-end = "gen_pwm[4].u_pwm.counter[4]"
cp_top_family = "simple AND/OR/NAND/NOR gates"
cp_slowest_cell = "clkdlybuf4s50_1"
critical_path_arrival_ps = 2890
critPathMaxFanout = 8
cp-start-kind = "input port"
reg2reg_from = "gen_pwm[4].u_pwm.counter[2]"

[global_route]
grt_max_degree = 108
grt_pass1_vias = 11050
antenna_found_initial = 0
grt_pass1_wl_um = 56520
grt_overflow = 0
grt_use_total_pct = 17.14

[place]
dp_hpwl_um = 21880
portBuffers = 32
gp_congestion = 0.8222

[logic_synthesis]
yosysMostFrequentCell = "dfrtp_1"
yosys_cells = 1525
edf_count = 0
area_leaders = "dfrtp_1, ha_1, mux2_2, inv_1, xnor2_1"
synth_cells = 1525
synth_cell_types = 42
top_cell_area_share_pct = 44.87
synth_area_leader_cell = "dfrtp_1"
ys_warn_count = 2
async_reset_ff_share_pct = 100.0
synth_flops = 301
yosysSeqAreaShare_pct = 44.87
syn_avg_cell_area_um2 = 11.01
ys.flop_type = "dfrtp_1"
netlist_area_um2 = 16790
yosysChipArea_um2 = 16790
synthTopCellsByCount = "dfrtp_1, ha_1, inv_1, mux2_2, nor2_1"

[flow_run]
drv_cap = 0
tool_warnings = 79

[final_timing]
final-max-slew-violation-count = 0
fin_skew_ps = 11.30
min_period_ps = 2487
worstMarginPinSlew_ps = 913.9
hold_violations = 0
max_freq_mhz = 402.1
period_used_pct = 69.08
finalSetupViolCount = 0
rsz0062_at_grt = "false"
slew_headroom_pct = 38.56
fin_setup_tns_ps = 0

[power_and_ir_drop]
pwr-share-clk_pct = 47.0
p_switching_uw = 1738
p_seq_share_pct = 45.7
p_sw_share_pct = 22.59
cellLeakagePower_uw = 0.009170
power_frac_comb_pct = 7.2
p_per_area_nw_per_um2 = 407.1
p_int_uw = 5956
irDropWorstVdd_mv = 0.2830

[hold_path]
hold_path_class = "input port to async pin"

[floorplan]
dieArea_um2 = 42800
pin_count = 117
fp_util_pct = 40.84
die_h_um = 206.9
core_um2 = 41110
die_w_um = 206.9
std_cell_rows = 74

[cts]
h-tree-depth = 2
clock_sinks = 301
cts_setup_buffers = 0
ctsHoldBuffers = 0
cts_root_buf = "clkbuf_16"
cts_tree = "built"
clk_pin_slew_ps = 60
clk_path_buf_depth = 3
cts-resized-gates = 0
cts_buffers = 36
worstSkewPairLatency_ps = 520

[drt]
num_vias = 11010
post_drt_wl_per_cell_um = 15.64
dr.pass1.iters = 6
drcViolationCount = 0
wl_um = 33560
drt-initial-drc-count = 411
vias_per_cell = 5.133
drtAntennaViolNets = 0
diodes = 0

[run_status]
status = "completed"
==> layout by cell type, fill, tap and decap left out, types with 3 or more instances in the layout <==
cell type        count
nor2_1             122
clkinv_2             5
a31oi_1             12
a21o_1              23
nand2b_1            25
nand4_1             37
nor3_1               3
dfrtp_1            301
xnor2_1             72
conb_1              32
clkdlybuf4s50_1     31
a2111oi_0           11
a221oi_1            11
nand3_1             71
nor3_2               3
clkbuf_8             8
nand2_1             17
o31ai_1             11
inv_1              192
o21ai_0             26
a21oi_1             25
a41o_1              11
nor2b_1              3
buf_4               26
clkbuf_16           37
o21a_1              12
nor4_1              26
ha_1               192
nor2_2              10
bufinv_16            3
mux2_2             192
and3_1              24
o21bai_1            12
clkbuf_1             8
==> worst max path at each step <==
| stage | end | depth (start not counted) | start |
|---|---|---|---|
| finish | gen_pwm[6].counter_q[2] | 5 | device_addr_i[6] |
| global route | gen_pwm[6].counter_q[2] | 5 | device_addr_i[6] |
| CTS | gen_pwm[6].counter_q[5] | 5 | device_addr_i[6] |
==> power by group through the flow <==
stage	registers, µW	logic, µW	clock network (µW)
5_1_grt	3530	640	3860
4_1_cts	3520	572	3740
6_report	3520	558	3620
==> registers in the layout (all words and copies together) (netlist names) <==
register                   flops
device_rvalid_o                1
gen_pwm.pulse_width_q         96
gen_pwm.u_pwm.modulated_o     12
gen_pwm.u_pwm.counter         96
gen_pwm.counter_q             96
==> worst reg2reg max path, stage by stage (launching register included) <==
cell and delay [ps]:
dfrtp_1 450, ha_1 300, o21a_1 110, nor2_1 40
o31ai_1 760, nor2_1 110
==> logic make-up (layout without fill, tap and decap cells) <==
group / Yosys count / count (layout) / synth area share (%)
AND/OR/NAND/NOR: 353 / 353 / 10.88
flip-flops: 301 / 301 / 44.87
buffers and inverters: 257 / 314 / 6.782
adder cells (fa/ha/maj): 192 / 192 / 14.31
multiplexers: 192 / 192 / 12.88
AND-OR/OR-AND: 157 / 157 / 6.506
XOR/XNOR: 72 / 72 / 3.756
other: 1 / 32 / 0.02234
==> per-stage QoR <==
step                area, µm²  hold slack [ps]  setup slack, ps  total power, µW  std cells
floorplan               16910            424.4             1346             3915       1556
global placement        17710            491.3            634.7             4138       2083
detailed placement      17710            495.0            596.7             4146       2083
CTS                     18900            177.4             1130             7832       2145
global route            18900            210.5             1003             8031       2145
finish                  18900            164.2             1113             7694       2145
==> cell type report <==
type | count | area share, %
multi-input cells | 998 | 43.56
flip-flops and latches | 301 | 39.85
clock buffers | 53 | 5.640
repair buffers | 60 | 2.966
well taps | 532 | 3.522
clock inverters | 9 | 0.6487
inverters | 192 | 3.813
==> per-layer routing <==
metal / global-route usage [%] / part of all wire (%) / vias to the layer above / routed length, µm
li1: - / - / 5405 / -
met1: 25.85 / 48 / 5411 / 16120
met2: 26.89 / 46 / 148 / 15410
met3: 2.870 / 3.8 / 46 / 1288
met4: 3.493 / 2.2 / 0 / 735
met5: 0 / 0 / - / 0
No activity file was given, so power comes from the tool's default toggle rates.
