==> design/flow/design.v <==
package prim_ram_1p_pkg;
  typedef struct packed {
    logic       cfg_en;
    logic [3:0] cfg;
  } cfg_t;
  typedef struct packed {
    cfg_t ram_cfg;   
    cfg_t rf_cfg;    
  } ram_1p_cfg_t;
  parameter ram_1p_cfg_t RAM_1P_CFG_DEFAULT = '0;
endpackage  
package prim_ram_2p_pkg;
  typedef struct packed {
    logic       cfg_en;
    logic [3:0] cfg;
  } cfg_t;
  typedef struct packed {
    cfg_t a_ram_fcfg;   
    cfg_t b_ram_fcfg;   
    cfg_t a_ram_lcfg;   
    cfg_t b_ram_lcfg;   
  } ram_2p_cfg_t;
  parameter ram_2p_cfg_t RAM_2P_CFG_DEFAULT = '0;
endpackage  
package prim_ram_1p_pkg;
  typedef struct packed {
    logic       cfg_en;
    logic [3:0] cfg;
  } cfg_t;
  typedef struct packed {
    cfg_t ram_cfg;   
    cfg_t rf_cfg;    
  } ram_1p_cfg_t;
  parameter ram_1p_cfg_t RAM_1P_CFG_DEFAULT = '0;
endpackage  
typedef logic [31:0] memPkt;
module cv32e41s_ram_struct #(
  parameter  int Width           = 32,               
  parameter  int Depth           = 128,
  parameter  int DataBitsPerMask = 1,                 
  localparam int Aw              = $clog2(Depth)     
) (
  input clk_a_i,
  input clk_b_i,
  input                    a_req_i,
  input                    a_write_i,
  input        [Aw-1:0]    a_addr_i,
  input        [Width-1:0] a_wdata_i,
  input  logic [Width-1:0] a_wmask_i,
  output logic [Width-1:0] a_rdata_o,
  input                    b_req_i,
  input                    b_write_i,
  input        [Aw-1:0]    b_addr_i,
  input        [Width-1:0] b_wdata_i,
  input  logic [Width-1:0] b_wmask_i,
  output logic [Width-1:0] b_rdata_o
);
  localparam int MaskWidth = Width / DataBitsPerMask;
  logic [Width-1:0]     mem [Depth];
  logic [MaskWidth-1:0] a_wmask;
  logic [MaskWidth-1:0] b_wmask;
  for (genvar k = 0; k < MaskWidth; k++) begin : gen_wmask
    assign a_wmask[k] = &a_wmask_i[k*DataBitsPerMask +: DataBitsPerMask];
    assign b_wmask[k] = &b_wmask_i[k*DataBitsPerMask +: DataBitsPerMask];
  end
  always @(posedge clk_a_i) begin
    if (a_req_i) begin
      if (a_write_i) begin
        for (int i=0; i < MaskWidth; i = i + 1) begin
          if (a_wmask[i]) begin
            mem[a_addr_i][i*DataBitsPerMask +: DataBitsPerMask] <=
              a_wdata_i[i*DataBitsPerMask +: DataBitsPerMask];
          end
        end
      end else begin
        a_rdata_o <= mem[a_addr_i];
      end
    end
  end
  always @(posedge clk_b_i) begin
    if (b_req_i) begin
      if (b_write_i) begin
        for (int i=0; i < MaskWidth; i = i + 1) begin
          if (b_wmask[i]) begin
            mem[b_addr_i][i*DataBitsPerMask +: DataBitsPerMask] <=
              b_wdata_i[i*DataBitsPerMask +: DataBitsPerMask];
          end
        end
      end else begin
        b_rdata_o <= mem[b_addr_i];
      end
    end
  end
endmodule
module cv32e41s_rpm 
#(
	parameter MemSize  				= 1024,
  parameter AddressWidth   	= $clog2(MemSize),
  parameter DataWidth		    = 32
) (
    input               clk_i,
    input               rst_ni,
    input               						m_req_i, 
    input               						m_we_i,
    input        [ 3:0] 						m_be_i,
    input        [AddressWidth-1:0] m_addr_i,
    input        [31:0] 						m_wdata_i,
    output logic        						m_rvalid_o,
    output logic [DataWidth-1:0] 		m_rdata_o,
		input              							imp_if_req_i, 
    input        [AddressWidth-1:0] imp_if_addr_i,
    output logic        						imp_if_rvalid_o,
    output logic [DataWidth-1:0] 		imp_if_rdata_b0_o,
    output logic [DataWidth-1:0] 		imp_if_rdata_b1_o,
    input              							imp_lsu_req_i, 
    input        [AddressWidth-1:0] imp_lsu_addr_i,
    output logic        						imp_lsu_rvalid_o,
    output logic [DataWidth-1:0] 		imp_lsu_rdata_b0_o,
    output logic [DataWidth-1:0] 		imp_lsu_rdata_b1_o
);
  localparam unsigned BankZeroStart = 0;
  localparam unsigned BankOneStart = BankZeroStart + MemSize/2;
  localparam unsigned BankMask = MemSize/2 - 1;
	logic 										int_req_b0, int_req_b1;
  logic [AddressWidth-1:0] 	int_addr;
  logic        							int_rvalid_b0, int_rvalid_b1;
  logic [DataWidth-1:0] 	  int_rdata_b0, int_rdata_b1;
  logic                     imp_if_rvalid_b0, imp_if_rvalid_b1;
  always_comb begin
    if(m_req_i) begin
      int_addr = m_addr_i;
      int_addr[AddressWidth-1] = 1'b0;
      int_req_b0 = ~m_addr_i[AddressWidth-1] & m_req_i;
      int_req_b1 = m_addr_i[AddressWidth-1] & m_req_i;
    end else begin
      int_addr = imp_lsu_addr_i; 
      int_req_b0 = imp_lsu_req_i; 
      int_req_b1 = imp_lsu_req_i;
    end
  end
	cv32e41s_tcm #(
    .Depth        (MemSize / (4*2))
  )rpm_bank_zero(
    .clk_i				(clk_i),
    .rst_ni				(rst_ni),
    .a_req_i			(int_req_b0		), 
    .a_we_i				(m_we_i			),
    .a_be_i				(m_be_i			),
    .a_addr_i			(int_addr		),
    .a_wdata_i		(m_wdata_i	),
    .a_rvalid_o		(int_rvalid_b0	),
    .a_rdata_o		(int_rdata_b0	),
    .b_req_i			(imp_if_req_i			),
    .b_we_i				(1'b0							), 
    .b_be_i				(4'b0							), 
    .b_addr_i			(imp_if_addr_i		),
    .b_wdata_i		(32'b0						), 
    .b_rvalid_o		(imp_if_rvalid_b0	),
    .b_rdata_o		(imp_if_rdata_b0_o		)
  );
  cv32e41s_tcm #(
    .Depth        (MemSize / (4*2))
  )rpm_bank_one(
    .clk_i				(clk_i),
    .rst_ni				(rst_ni),
    .a_req_i			(int_req_b1		), 
    .a_we_i				(m_we_i			),
    .a_be_i				(m_be_i			),
    .a_addr_i			(int_addr		),
    .a_wdata_i		(m_wdata_i	),
    .a_rvalid_o		(int_rvalid_b1	),
    .a_rdata_o		(int_rdata_b1	),
    .b_req_i			(imp_if_req_i			),
    .b_we_i				(1'b0							), 
    .b_be_i				(4'b0							), 
    .b_addr_i			(imp_if_addr_i		),
    .b_wdata_i		(32'b0						), 
    .b_rvalid_o		(imp_if_rvalid_b1	),
    .b_rdata_o		(imp_if_rdata_b1_o		)
  );
  always_comb begin
    if(int_rvalid_b0 ^  int_rvalid_b1) begin
      m_rdata_o = (int_rvalid_b0) ? int_rdata_b0 : int_rdata_b1; 
    end else begin
      m_rdata_o = '0;
    end
    m_rvalid_o = (int_rvalid_b0 | int_rvalid_b1) & ~imp_lsu_req_i;
  end
	assign imp_lsu_rvalid_o = int_rvalid_b0 & int_rvalid_b1;
	assign imp_lsu_rdata_b0_o = int_rdata_b0;
  assign imp_lsu_rdata_b1_o = int_rdata_b1;
  assign imp_if_rvalid_o = imp_if_rvalid_b0 & imp_if_rvalid_b1;
endmodule
module cv32e41s_tcm 
#(
    parameter int Depth       = 128
) (
    input               clk_i,
    input               rst_ni,
    input               a_req_i,
    input               a_we_i,
    input        [ 3:0] a_be_i,
    input        [31:0] a_addr_i,
    input        [31:0] a_wdata_i,
    output logic        a_rvalid_o,
    output logic [31:0] a_rdata_o,
    input               b_req_i,
    input               b_we_i,
    input        [ 3:0] b_be_i,
    input        [31:0] b_addr_i,
    input        [31:0] b_wdata_i,
    output logic        b_rvalid_o,
    output logic [31:0] b_rdata_o
);
  localparam int Aw = $clog2(Depth);
  logic [Aw-1:0] a_addr_idx;
  assign a_addr_idx = a_addr_i[Aw-1+2:2];
  logic [31-Aw:0] unused_a_addr_parts;
  assign unused_a_addr_parts = {a_addr_i[31:Aw+2], a_addr_i[1:0]};
  logic [Aw-1:0] b_addr_idx;
  assign b_addr_idx = b_addr_i[Aw-1+2:2];
  logic [31-Aw:0] unused_b_addr_parts;
  assign unused_b_addr_parts = {b_addr_i[31:Aw+2], b_addr_i[1:0]};
  logic [31:0] a_wmask;
  logic [31:0] b_wmask;
  always_comb begin
    for (int i = 0 ; i < 4 ; i++) begin
      a_wmask[8*i+:8] = {8{a_be_i[i]}};
      b_wmask[8*i+:8] = {8{b_be_i[i]}};
    end
  end
  always_ff @(posedge clk_i or negedge rst_ni) begin
    if (!rst_ni) begin
      a_rvalid_o <= '0;
      b_rvalid_o <= '0;
    end else begin
      a_rvalid_o <= a_req_i;
      b_rvalid_o <= b_req_i;
    end
  end
  cv32e41s_ram_struct #(
    .Width(32),
    .Depth(Depth),
    .DataBitsPerMask(8)
  ) u_ram (
    .clk_a_i   (clk_i),
    .clk_b_i   (clk_i),
    .a_req_i   (a_req_i),
    .a_write_i (a_we_i),
    .a_addr_i  (a_addr_idx),
    .a_wdata_i (a_wdata_i),
    .a_wmask_i (a_wmask),
    .a_rdata_o (a_rdata_o),
    .b_req_i   (b_req_i),
    .b_write_i (b_we_i),
    .b_wmask_i (b_wmask),
    .b_addr_i  (b_addr_idx),
    .b_wdata_i (b_wdata_i),
    .b_rdata_o (b_rdata_o)
  );
endmodule
==> design/flow/run.sh <==
#!/bin/bash
# OpenROAD 26Q1-2900-gdf79404cd8, Yosys 0.63+post, stock flow scripts
make -C /OpenROAD-flow-scripts/flow DESIGN_CONFIG=/design/flow/config.mk WORK_HOME=/design/flow/orfs finish
==> design/flow/config.mk <==
export PLATFORM = sky130hd
export DESIGN_NAME = cv32e41s_rpm
export DESIGN_NICKNAME = cv32e41s_rpm
export VERILOG_FILES = /design/flow/design.v
export SDC_FILE = /design/flow/constraint.sdc
export NUM_CORES = 4
export LEC_CHECK = 1
export CORE_UTILIZATION = 50
export SYNTH_MEMORY_MAX_BITS = 65536
==> design/flow/constraint.sdc <==
current_design cv32e41s_rpm

set clk_period 5.4
set clk_io_pct 0.2

create_clock -name clk0 -period $clk_period [get_ports {clk_i}]

set non_clock_inputs [all_inputs -no_clocks]
set_input_delay [expr $clk_period * $clk_io_pct] -clock clk0 $non_clock_inputs
set_output_delay [expr $clk_period * $clk_io_pct] -clock clk0 [all_outputs]
==> Slide: Implementation Results <==
Physical Implementation Snapshot

Yosys
  • Post-synth EDFFs: 8320
  • Post-synthesis cell count: 21300
  • Yosys stat chip area: 370000 sq um
  • Synth Seq Share: 67.5%
  • Largest area contributor in the netlist: edfxtp_1
  • Top_reg_cell synth: edfxtp_1
  • Top-area cell share: 67.5%
  • Netlist Area Pre-Place: 370000 sq um
  • Async SR Flop Fraction: 0.0360%
  • Synth warn: 7
  • # Cells Yosys: 21300
  • FF+latch count, synth: 8323
  • Syn avg cell area: 17.4 sq um
  • Top cells, area: edfxtp_1 (67%), mux4_2 (16%), a22oi_1 (3.5%), a222oi_1 (1.9%), nand2_1 (1.2%)
  • Yosys cell types: 66

Global route
  • Largest net degree at the start of global routing: 129
  • Initial antenna violation count: 190
  • Remaining global-route overflow: 0
  • First-pass GRT wire length: 2100000 microns
  • Gr usage total: 46.1%
  • Vias in the first global route: 266000

Power
  • Static leakage: 137 nW
  • Maximum VDD drop: 0.396 mV
  • PD cells: 334 nW/um^2
  • Overall power: 145 mW

Routing
  • Initial drt markers: 25000
  • DRC viols: 0
  • Routed Antenna Nets: 0
  • Vias per cell: 7.26
  • Post-DR wirelength/cell: 45.0 microns
  • DR pass1 iterations: 13
  • Final WL: 1540000 microns
  • Via count: 249000

Final timing
  • Final Hold Fails: 0
  • Final Skew: 0.0806 ns
  • Crit path time final: 4.99 ns
  • Worst-Margin Slew: 1.37 ns
  • Period utilization: 92.4%
  • Relative max-transition margin: 8.22%
  • Max-slew violations: 0
  • Setup-failing EPs final: 0
  • Hold slack: 0.204 ns
  • Achievable Freq: 0.200 GHz
  • RSZ-0062 raised after global routing: false

Floorplanning
  • Die area: 744000 sq um
  • DIE HEIGHT: 863 microns
  • Die x size: 863 microns
  • # IOs: 235
  • Core Rows: 315
  • Core box area: 737000 sq um
  • Core Util at FP: 50.2%

Finish
  • P&R area growth vs syn: 17.2%
  • Combinational gate area: 113000 sq um
  • Fin cells: 34300
  • Register area: 250000 sq um
  • Layout cells sized above 1: 29.5%
  • Filler Cell Count: 53300

Clock tree
  • Post-CTS sizing: 0
  • Hold-fix buffers, CTS: 0
  • TritonCTS clock tree: yes
  • # Post-CTS Setup Buffers: 0
  • CTS sink cnt: 8323
  • Clk root buf: clkbuf_16
  • Clock Latency Late Sink: 1.22 ns
  • H-tree levels: 6
  • CTS max path bufs: 4
  • Reg clk slew, reported paths: 0.06 ns
  • CTS buffer count: 858

Status
  • Status: finished clean

Setup path
  • Largest fanout on the critical path: 21
  • WS Path Type: register to output pin
  • Max incr delay on CP: 0.80 ns
  • Slowest cell on the critical path: ha_2
  • Critical path data arrival time: 3.91 ns
  • Crit path DRT: 4.32 ns
  • Crit-path cells: inv_1, ha_2, buf_4, nor2b_1, clkdlybuf4s50_1
  • Startpoint Class: register
  • CP endpoint kind: output pin

Run
  • OpenROAD warning count: 128
  • Max_cap viols: 0

Placement
  • DP Cell Count: 32400
  • DP HPWL: 1030000 microns
  • Port-buffer cells: 226
  • RD Place Congestion: 1.03

Hold path
  • Hold WC Path Type: input pin to asynchronous set/reset pin
==> cells by family (layout without fill, tap and decap cells) <==
kind of cell | count (synthesis) | after routing | synth area share [%]
AND/OR/NAND/NOR | 2874 | 2874 | 3.38
buffers and inverters | 1945 | 4819 | 2.11
flip-flops | 8323 | 8323 | 67.5
adder cells (fa/ha/maj) | 2 | 2 | 0.00676
other | 0 | 281 | 0
AND-OR/OR-AND | 5104 | 5104 | 10.1
multiplexers | 3023 | 3023 | 16.9
==> worst max-delay path, delay by kind of cell, from the launching register on <==
kind                     cells  cell delay [ns]
adder cells (fa/ha/maj)      1             0.80
buffers and inverters        3             1.04
flip-flops                   1             0.67
AND/OR/NAND/NOR              1             0.17
==> Yosys cell counts, types with 8 or more instances <==
library cell and instances:
and4_1 107, o22a_1 47, a21oi_1 526, o21ai_0 554
a222oi_1 708, a22oi_1 1747, edfxtp_1 8320, a31oi_1 641
and3_1 29, buf_1 455, a221oi_1 353, mux2i_1 281
a31o_2 19, nor4_1 43, mux2_2 179, buf_2 374
o41ai_1 30, a41oi_1 81, a2111oi_0 20, nand4_1 179
o31ai_1 8, clkbuf_1 1103, a21boi_0 143, nor3_1 30
nand3_1 73, a22o_1 152, nand2_1 1191, or4_1 24
o22ai_1 24, nor2b_1 39, nor4b_1 8, nor2_1 1105
mux4_2 2560
==> flip-flops by register name, summed over array words and instances (netlist names) <==
| register | cells |
|---|---|
| rpm_bank_one.a_rvalid_o | 1 |
| rpm_bank_one.u_ram.a_rdata_o | 32 |
| rpm_bank_one.u_ram.b_rdata_o | 32 |
| rpm_bank_one.u_ram.mem | 4096 |
| rpm_bank_zero.a_rvalid_o | 1 |
| rpm_bank_zero.b_rvalid_o | 1 |
| rpm_bank_zero.u_ram.a_rdata_o | 32 |
| rpm_bank_zero.u_ram.b_rdata_o | 32 |
| rpm_bank_zero.u_ram.mem | 4096 |
==> power breakdown <==
group / total (mW) / leakage [nW] / internal [mW] / switching, mW
logic: 14.4 / 48.4 / 4.84 / 9.54
clock network: 59.1 / 13.4 / 33.3 / 25.8
registers: 71.5 / 74.9 / 71.3 / 0.188
total: 145 / 137 / 109 / 35.5
==> placed cells by master (no fill, tap or decap), types with 182 or more instances in the layout <==
cell             synthesis  layout
a22oi_1               1747    1745
buf_4                    6    2578
a221oi_1               353     353
a31oi_1                641     641
nor2_1                1105    1084
nand2_1               1191    1175
mux2i_1                281     279
a222oi_1               708     708
o21ai_0                554     554
diode_2                  0     281
buf_12                   0     427
clkbuf_16                0     871
clkdlybuf4s50_1          0     186
a21oi_1                526     526
clkbuf_1              1103     182
clkinv_1                 0     190
mux4_2                2560    2560
edfxtp_1              8320    8320
==> routing by layer <==
layer / part of all wire [%] / wire length [microns] / GRT usage, %
met2: 42 / 644000 / 57.8
met5: 0.65 / 10000 / 10.2
met1: 27 / 415000 / 49.8
met4: 7.8 / 120000 / 26.6
met3: 23 / 351000 / 44.4
==> final timing paths <==
| kind | start | endpoint | slack [ns] | depth (start not counted) |
|---|---|---|---|---|
| worst max-delay path | rpm_bank_zero.a_rvalid_o | m_rdata_o[16] | 0.41 | 5 |
| worst min-delay path | rst_ni | rpm_bank_zero.b_rvalid_o | 0.20 | 2 |
| worst max register to register | rpm_bank_zero.u_ram.mem[93][1] | rpm_bank_zero.u_ram.a_rdata_o[1] | 2.04 | 7 |
| worst min register to register | rpm_bank_zero.u_ram.mem[63][31] | rpm_bank_zero.u_ram.a_rdata_o[31] | 0.75 | 4 |
| max in group asynchronous | rst_ni | rpm_bank_zero.a_rvalid_o | 4.92 | 2 |
| min in group clk0 | m_wdata_i[11] | rpm_bank_zero.u_ram.mem[60][11] | 0.30 | 1 |
==> metrics by stage <==
step	util, %	setup TNS (ns)	cell area (sq um)	worst slack, ns
after detailed placement	55.1	-0.186	406000	-0.186
after floorplan	-	0	370000	1.22
final	58.9	0	434000	0.412
after CTS	58.8	0	433000	0.373
after global placement	55.1	-0.202	406000	-0.202
after global routing	58.8	0	434000	0.331
==> area by class of cell <==
| type | instances | area share, % |
|---|---|---|
| sequential | 8323 | 57.6 |
| antenna | 281 | 0.162 |
| multi-input combinational | 11000 | 26.1 |
| tap | 9827 | 2.83 |
| inverter | 4 | 0.00346 |
| clock buffer | 1053 | 5.18 |
| timing repair buffer | 3231 | 6.99 |
| clock inverter | 531 | 1.17 |
Power is estimated from default activity; no workload was simulated.
